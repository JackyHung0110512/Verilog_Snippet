$ cat run.sh
#!/bin/bash
# OpenROAD 26Q1-2900-gdf79404cd8, Yosys 0.63+post, stock flow scripts
make -C /OpenROAD-flow-scripts/flow DESIGN_CONFIG=/design/flow/config.mk WORK_HOME=/design/flow/orfs finish
$ cat config.mk
export PLATFORM = sky130hd
export DESIGN_NAME = my_7_segment
export DESIGN_NICKNAME = my_7_segment
export VERILOG_FILES = /design/flow/design.v
export SDC_FILE = /design/flow/constraint.sdc
export NUM_CORES = 4
export LEC_CHECK = 1
export CORE_AREA = 10 10 70 70
export DIE_AREA = 0 0 80 80
$ cat constraint.sdc
current_design my_7_segment

set clk_period 1.0
set clk_io_pct 0.2

create_clock -name clk0 -period $clk_period

set non_clock_inputs [all_inputs -no_clocks]
set_input_delay [expr $clk_period * $clk_io_pct] -clock clk0 $non_clock_inputs
set_output_delay [expr $clk_period * $clk_io_pct] -clock clk0 [all_outputs]
$ cat design.v
module my_7_segment(
	input [3:0] q,
	input [7:0] an_in,
	input dp_sw,
	output a,
	output b,
	output c,
	output d,
	output e,
	output f,
	output g,
	output dp,
	output [7:0] an
    );
	assign a = (~q[3] & ~q[2] & ~q[1] & q[0]) | (q[2] & ~q[0]) | (q[3] & q[1]);
	assign b = (q[2] & ~q[1] & q[0]) | (q[2] & q[1] & ~q[0]) | (q[3] & q[1]);
	assign c = (~q[2] & q[1] & ~q[0]) | (q[3] & q[2]);
	assign d = (~q[2] & ~q[1] & q[0]) | (q[2] & ~q[1] & ~q[0]) | (q[2] & q[1] & q[0]);
	assign e = q[0] + (q[2] & ~q[1]);
	assign f = (~q[3] & ~q[2] & q[0]) | (~q[2] & q[1]) | (q[1] & q[0]);
	assign g = (~q[3] & ~q[2] & ~q[1]) | (q[2] & q[1] & q[0]);
	assign dp = ~dp_sw;
	assign an = ~an_in;
endmodule
==> load_flow_metrics.sql <==
-- implementation run metrics
INSERT INTO impl_metrics (metric_group, metric, value, unit) VALUES
('route', 'wire_per_inst', '9.61', 'µm'),
('synth', 'netlist_top_cells_count', '9 x sky130_fd_sc_hd__inv_1, 4 x sky130_fd_sc_hd__nand2b_1, 3 x sky130_fd_sc_hd__nand2_1', ''),
('synth', 'post_synth_num_cell_types', '16', ''),
('setup_path', 'critical_path_class', 'primary input to primary output', ''),
('synth', 'yosys_area', '176', 'µm²'),
('final_layout', 'register_area', '0', 'µm²'),
('setup_path', 'critical_path.endpoint_type', 'primary output', ''),
('synth', 'synthesis.instances', '29', ''),
('route', 'iteration_count_of_the_initial_detailed_routing_pass', '2', ''),
('timing', 'setup_violations', '3', ''),
('outcome', 'violations_in_the_final_reports', 'negative setup slack', ''),
('route', 'vias', '306', ''),
('synth', 'synth-cells-yosys', '29', ''),
('setup_path', 'worst_path_top_cell_family_by_delay', 'buffers and inverters', ''),
('grt', 'number_of_antenna_violations_at_the_first_check_in_global_routing', '0', ''),
('synth', 'cell_type_contributing_the_most_total_cell_area_after_synthesis', 'sky130_fd_sc_hd__inv_1', ''),
('timing', 'period_needed', '1070', 'ps'),
('floorplan', 'die-area', '0.00640', 'mm²'),
('route', 'avgViaCountPerCell', '2.81', ''),
('power', 'pwr_density_cell', '342', 'mW/mm²'),
('placed_design', 'dp_slack', '-848', 'ps'),
('synth', 'ys_top_cells_by_area', 'sky130_fd_sc_hd__inv_1 19%, sky130_fd_sc_hd__nand2b_1 14%, sky130_fd_sc_hd__o311ai_2 9.2%, sky130_fd_sc_hd__buf_6 6.4%, sky130_fd_sc_hd__nand2_1 6.4%', ''),
('setup_path', 'timing.critical_path.buf_inv', '4', ''),
('route', 'top_layer_used', 'met3', ''),
('floorplan', 'placeableCoreArea', '0.00342', 'mm²'),
('final_layout', 'numSequentialCells', '0', ''),
('grt', 'grt.overflow.total', '0', ''),
('setup_path', 'path_max_fanout', '4', ''),
('floorplan', 'floorplan.rows', '21', ''),
('grt', 'via_count_of_the_first_global_routing_pass', '318', ''),
('route', 'totalWireLength', '1050', 'µm'),
('route', 'drc_errors', '0', ''),
('timing', 'rsz0062_at_grt', 'yes', ''),
('timing', 'timing.slew.headroom', '86.2', '%'),
('timing', 'fmax', '0.936', 'GHz'),
('hold_path', 'hold_class', 'primary input to primary output', ''),
('power', 'max-vdd-ir-drop', '45.4', 'µV'),
('outcome', 'outcome', 'finished with violations', ''),
('synth', 'syn-mean-instance-area', '6.08', 'µm²'),
('synth', 'syn-cell-area', '176', 'µm²'),
('power', 'leakagePower', '0.000311', 'µW'),
('clock_network', 'ctsHoldBuffers', '0', ''),
('synth', 'yosys.cell_count.top_type', 'sky130_fd_sc_hd__inv_1', ''),
('grt', 'grt_start_max_net_pins', '8', ''),
('run', 'warnings', '34', ''),
('setup_path', 'arrival', '870', 'ps'),
('setup_path', 'critPathSlowestCell', 'sky130_fd_sc_hd__o311ai_2', ''),
('setup_path', 'critical_path.max_stage_delay', '200', 'ps'),
('route', 'dr_wl_met3', '117', 'µm'),
('setup_path', 'crit_required', '800', 'ps'),
('final_layout', 'area_delta_synth_final', '221', '%'),
('setup_path', 'cells_along_the_critical_path', 'buf_6 > buf_6 > buf_6 > o311ai_2 > buf_2', ''),
('timing', 'fin_ws', '-68.5', 'ps'),
('hold_path', 'worst_hold_path.num_cells', '3', ''),
('floorplan', 'floorplan.die.width', '80', 'µm'),
('final_layout', 'final_layout_size_suffix_gt1_share', '49.2', '%'),
('run', 'maxCapViolations', '0', ''),
('floorplan', 'initial_core_util', '5.16', '%'),
('synth', 'synth.top_cell.area_share', '19.1', '%'),
('timing', 'worst-slew-pin-transition', '206', 'ps'),
('placed_design', 'place.detailed.hpwl', '807', 'µm'),
('setup_path', 'crit_top_cell', 'sky130_fd_sc_hd__buf_6', ''),
('setup_path', 'critical_path_cell_count', '5', ''),
('synth', 'yosysWarnings', '0', ''),
('final_layout', 'layout.core_utilization', '16.6', '%'),
('setup_path', 'startpoint_type', 'primary input', ''),
('route', 'route.antenna.diode_count', '0', ''),
('synth', 'seq_area_frac_synth', '0', '%'),
('grt', 'grt_pass1_wl', '1520', 'µm'),
('timing', 'finalClockPeriodUsage', '107', '%'),
('route', 'detailroute.wirelength.met2', '484', 'µm'),
('placed_design', 'gp_congestion', '0.749', ''),
('route', 'initialDrtViolationCount', '1', ''),
('placed_design', 'placement.io_buffers', '29', ''),
('grt', 'track_usage', '2.80', '%'),
('floorplan', 'die_height', '80', 'µm'),
('floorplan', 'floorplan.io_pins', '29', ''),
('timing', 'final_hold_viol_count', '0', ''),
('final_layout', 'clock_buf_count', '0', ''),
('route', 'drt-met1-wl', '445', 'µm'),
('route', 'route.antenna.remaining_nets', '0', ''),
('timing', 'final_max_slew_viol_count', '0', '');
-- tightest hold or removal path, cell delays in order --
cell,delay [ps]
sky130_fd_sc_hd__dlymetal6s2s_1,80
sky130_fd_sc_hd__inv_1,40
sky130_fd_sc_hd__buf_2,100
-- report_power, final --
| group | total, µW | switching [µW] | internal [µW] |
|---|---|---|---|
| Sequential | 0 | 0 | 0 |
| Combinational | 193 | 67.9 | 126 |
| Clock | 0 | 0 | 0 |
| Total | 193 | 67.9 | 126 |
-- what timing repair did --
action,in CTS,in global routing
resized,77,5
setup buffers,5,0
hold endpoints to repair,0,0
cloned,1,0
setup endpoints to repair,16,8
pin swaps,5,2
-- routing by layer --
layer	up-vias	track usage [%]
met4	0	0
met5	-	0
met2	17	4.82
met3	0	1.02
li1	156	-
met1	133	3.43
-- through the flow --
step,area [µm²],cells,hold slack [ps],total power (µW),setup TNS [ps]
3_3_place_gp,523,104,1280,200,-8470
4_1_cts,546,109,679,190,-150
6_report,566,109,615,193,-99.2
5_1_grt,566,109,645,216,-316
3_5_place_dp,523,104,1280,201,-8480
2_1_floorplan,176,29,409,48.0,0
-- final timing paths --
| check | slack, ps | startpoint | to |
|---|---|---|---|
| max | -70 | q[2] | a |
| min | 620 | an_in[2] | an[2] |
-- area by class of cell --
class | count | area, µm²
Inverter | 10 | 37.5
Tap cell | 46 | 57.6
Timing Repair Buffer | 36 | 307
Multi-Input combinational cell | 17 | 164
Fill cell | 389 | 2850
-- placed cells by master (no fill, tap or decap), types with 2 or more instances in the layout --
cell type and instances:
sky130_fd_sc_hd__inv_1 9, sky130_fd_sc_hd__nand2b_1 3, sky130_fd_sc_hd__buf_6 5, sky130_fd_sc_hd__buf_4 2, sky130_fd_sc_hd__buf_2 12, sky130_fd_sc_hd__dlygate4sd2_1 12, sky130_fd_sc_hd__dlymetal6s2s_1 2, sky130_fd_sc_hd__o311ai_2 2
sky130_fd_sc_hd__nand2_2 2
-- cell families (layout without fill, tap and decap cells) --
family	count (synthesis)	count (layout)	share of synthesized area, %
xor gates and xnor gates	2	2	9.93
buffers and inverters	12	46	30.5
muxes	1	1	5.67
and+or+nand+nor	9	9	27.7
AOI/OAI and AO/OA	5	5	26.2
No activity file was given, so power comes from the tool's default toggle rates.
