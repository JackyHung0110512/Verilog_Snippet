### flow/run.sh
#!/bin/bash
# OpenROAD 26Q1-2900-gdf79404cd8, Yosys 0.63+post, stock flow scripts
make -C /OpenROAD-flow-scripts/flow DESIGN_CONFIG=/design/flow/config.mk WORK_HOME=/design/flow/orfs finish
### flow/config.mk
export PLATFORM = sky130hd
export DESIGN_NAME = my_freq_div
export DESIGN_NICKNAME = my_freq_div
export VERILOG_FILES = /design/flow/design.v
export SDC_FILE = /design/flow/constraint.sdc
export NUM_CORES = 4
export LEC_CHECK = 1
export CORE_AREA = 10 10 70 70
export DIE_AREA = 0 0 80 80
### flow/constraint.sdc
current_design my_freq_div

set clk_period 1.3
set clk_io_pct 0.2

create_clock -name clk0 -period $clk_period [get_ports {clk}]

set non_clock_inputs [all_inputs -no_clocks]
set_input_delay [expr $clk_period * $clk_io_pct] -clock clk0 $non_clock_inputs
set_output_delay [expr $clk_period * $clk_io_pct] -clock clk0 [all_outputs]
### flow/design.v
module my_freq_div(
    input clk,
    output my_out
    );
    reg [7:0]counter = 0;
    always @(posedge clk) begin
        if(counter==2)
            counter = 0;
        else
            counter = counter + 1;
    end
    assign my_out = counter[1];
endmodule
==> impl_metrics.env <==
# physical design summary
export IMPL_total_die_area_um2=6400
export IMPL_initial_core_util=0.0919
export IMPL_grt_use_total=0.0211
export IMPL_synth_compound_area_share=0
export IMPL_die_h_um=80
export IMPL_min_period_ns=1.36
export IMPL_depth_of_the_most_critical_reg_to_reg_path=5
export IMPL_power_mw=0.436
export IMPL_clk_insertion_delay_late_ns=0.25
export IMPL_worst_ep_arrival_time_ns=1.50
export IMPL_setup_worst_path_class="reg2reg"
export IMPL_timing_critical_path_required_ns=1.43
export IMPL_synth_cellmix_adderShare=0.0797
export IMPL_number_of_flip_flops_under_the_largest_register_name=8
export IMPL_max_slew_worst_pin_slew_ns=0.282
export IMPL_grt_setup_unrepaired="yes"
export IMPL_first_global_vias=246
export IMPL_cts_tree="done"
export IMPL_place_congestion=0.822
export IMPL_vdd_ir_drop_worst_mv=0.393
export IMPL_clk_transition_reported_paths_ns=0.06
export IMPL_synthMuxAreaShare=0
export IMPL_outcome="finished, violations left"
export IMPL_power_leakage_nw=0.184
export IMPL_clock_skew_final_ns=0.00400
export IMPL_drt_drc_violations_left=0
export IMPL_setup_viol_count_final=3
export IMPL_library_cells_used_by_synthesis=11
export IMPL_fill_cells=398
export IMPL_biggest_area_contributors_in_the_synthesized_netlist="dfxtp_1, xnor2_1, xor2_1"
export IMPL_setup_slack_ns=-0.0649
export IMPL_synth_flop_count=8
export IMPL_final_hold_viol_count=0
export IMPL_vias_after_detailed_routing=245
export IMPL_category_of_the_worst_setup_path_launch_point="flop"
export IMPL_hold_class="reg2reg"
export IMPL_largest_driver_fanout_on_the_critical_path=3
export IMPL_dieWidth_um=80
export IMPL_cts_made_buffers=3
export IMPL_min_period_over_period=1.05
export IMPL_antenna_violation_net_count_after_detailed_routing=0
export IMPL_synth_yosys_num_cells=31
export IMPL_netlist_top_cell_by_area="dfxtp_1"
export IMPL_totalWireLength_um=630
export IMPL_drt_iter0_drc=13
export IMPL_timing_critical_path_to_type="flop"
export IMPL_critical_path_reg2reg_startpoint="counter[0]$_SDFF_PN0_"
export IMPL_grt_start_max_net_pins=5
export IMPL_simple_gate_area_frac=0.231
export IMPL_p_per_area_nw_per_um2=920
export IMPL_post_synth_inst_count=31
export IMPL_globalRoute_totalOverflow=0
export IMPL_postSynthSeqShare=0.510
export IMPL_postCtsHoldBufs=0
export IMPL_cts_root_buf="clkbuf_4"
export IMPL_slew_viol_final=0
export IMPL_cap_violations=0
export IMPL_fin_worst_hold_slack_ns=0.463
export IMPL_routed_wire_length_per_instance_um=7.33
export IMPL_io_pins=2
export IMPL_clock_fmax_ghz=0.733
export IMPL_clock_tree_buffer_depth=2
export IMPL_layout_core_utilization=0.139
export IMPL_htree_num_levels=1
export IMPL_r2r_end="counter[1]$_SDFF_PN0_"
export IMPL_max_slew_margin=0.811
export IMPL_cp_startpoint="counter[0]$_SDFF_PN0_"
export IMPL_crit_path_end="counter[1]$_SDFF_PN0_"
export IMPL_area_delta_synth_final_pct=51.0
export IMPL_top_logic_kind="simple AND/OR/NAND/NOR gates"
export IMPL_failed_checks="setup timing"
export IMPL_worst_r2r_setup_slack_ns=-0.06
export IMPL_synthDominantCellAreaShare=0.510
export IMPL_number_of_clock_sinks_seen_by_cts=8
export IMPL_timing_setup_tns_ns=-0.178
export IMPL_drt_first_pass_iters=4
export IMPL_antenna_cells_inserted=0
export IMPL_floorplan_core_area_um2=3420
export IMPL_grt_pass1_wl_mm=1.10
export IMPL_post_synth_instance_area_um2=314
export IMPL_synth_warning_count=1
export IMPL_log_warning_count=29
export IMPL_synth_area_yosys_um2=314
export IMPL_synth_xor_area_share=0.167
export IMPL_drive_above_1_share=0.375
export IMPL_synth_area_per_cell_um2=10.1
export IMPL_grt_antenna_before_repair=0
export IMPL_post_drt_via_cell_ratio=2.85
export IMPL_hold_path_startpoint="counter[7]$_SDFF_PN0_"
export IMPL_detailed_place_hpwl_um=355
export IMPL_place_port_buffers=1
export IMPL_number_of_rows_created_at_floorplan=21
routing by layer:
layer	GRT usage	vias to the layer above	share of wire
li1	-	121	-
met3	0.00682	2	0.094
met1	0.0288	107	0.46
met2	0.0305	15	0.43
met5	0	-	0
met4	0.00704	0	0.016
stage by stage:
stage | cell area (um^2) | cells | setup WS [ns]
after floorplan | 317 | 31 | -0.0224
after global placement | 414 | 82 | -0.0519
after detailed placement | 414 | 82 | -0.0800
after CTS | 472 | 86 | -0.0559
after global routing | 474 | 86 | -0.117
final | 474 | 86 | -0.0649
critical path, stage by stage, from the launching register on:
cell     delay (ns)
dfxtp_2        0.32
inv_2          0.06
ha_4           0.11
or4b_4         0.46
nor4_4         0.22
nor2_1         0.09
worst min-delay path by stage:
stage                  endpoint  slack, ns  cells after the start
6_report  counter[7]$_SDFF_PN0_       0.46                      1
5_1_grt   counter[7]$_SDFF_PN0_       0.52                      1
4_1_cts   counter[7]$_SDFF_PN0_       0.47                      1
cell type report:
| class | instances | area, um^2 | share of cell area |
|---|---|---|---|
| Multi-Input combinational cell | 22 | 178 | 0.375 |
| Sequential cell | 8 | 163 | 0.343 |
| Tap cell | 46 | 57.6 | 0.121 |
| Timing Repair Buffer | 6 | 50.0 | 0.106 |
| Clock buffer | 3 | 22.5 | 0.0475 |
| Inverter | 1 | 3.75 | 0.00792 |
synthesized netlist by cell type:
cell,number
dfxtp_1,8
ha_1,2
inv_1,1
nand2_1,3
nand3_1,3
nor2_1,5
nor3_1,1
nor4_2,1
or4b_1,1
xnor2_1,3
xor2_1,3
power breakdown:
group / leakage [nW] / total (mW) / internal [mW] / switching [mW]
clock network: 0.0138 / 0.191 / 0.106 / 0.0852
logic: 0.105 / 0.000000105 / 0 / 0
registers: 0.0654 / 0.245 / 0.245 / 0
placed cells by master, fill, tap and decap left out, drive strengths merged:
master       Yosys  routed
buf              0       5
clkbuf           0       3
dfxtp            8       8
dlygate4sd2      0       1
ha               2       2
inv              1       1
nand2            3       3
nand3            3       3
nor2             5       5
nor3             1       1
nor4             1       1
or4b             1       1
xnor2            3       3
xor2             3       3
timing repair:
action | 4_1_cts | 5_1_grt
endpoints found under the setup margin | 4 | 4
endpoints found under the hold margin | 0 | 0
cloned | 0 | 0
buffers inserted | 1 | 0
resized | 7 | 1
pin swaps | 2 | 1
cells by family after synthesis:
logic type                 count (synthesis)
DFF                                        8
buffers and inverters                      1
and+or+nand+nor                           14
adders and majority gates                  2
xor gates and xnor gates                   6
Power and IR drop assume default switching activity.
