**design/flow/config.mk**
```make
export PLATFORM = sky130hd
export DESIGN_NAME = my_counter
export DESIGN_NICKNAME = my_counter
export VERILOG_FILES = /design/flow/design.v
export SDC_FILE = /design/flow/constraint.sdc
export NUM_CORES = 4
export LEC_CHECK = 1
export CORE_AREA = 10 10 101 101
export DIE_AREA = 0 0 111 111
```
**design/flow/constraint.sdc**
```tcl
current_design my_counter

set clk_period 5.4
set clk_io_pct 0.2

create_clock -name clk0 -period $clk_period [get_ports {clk}]

set non_clock_inputs [all_inputs -no_clocks]
set_input_delay [expr $clk_period * $clk_io_pct] -clock clk0 $non_clock_inputs
set_output_delay [expr $clk_period * $clk_io_pct] -clock clk0 [all_outputs]
```
**design/flow/design.v**
```verilog
module my_counter(
    input clk,
    output reg [31:0]counter = 0
    );
    always@(posedge clk) 
        counter <= counter + 1;
endmodule
```
**design/flow/run.sh**
```bash
#!/bin/bash
# OpenROAD 26Q1-2900-gdf79404cd8, Yosys 0.63+post, stock flow scripts
make -C /OpenROAD-flow-scripts/flow DESIGN_CONFIG=/design/flow/config.mk WORK_HOME=/design/flow/orfs finish
```
==> ci_impl_report.md <==
## Implementation flow summary

| Metric | Value |
|---|---|
| Worst endpoint required time | 4320 ps |
| Unique masters post-synth | 24 |
| Crit path launch type | flip-flop |
| Core Rows | 33 |
| Chip Area, Yosys | 1319 um^2 |
| Final setup vio count | 0 |
| Global-route wire length before repair | 5.112 mm |
| Routed Antenna Nets | 0 |
| Static leakage | 0.7127 nW |
| Clock-pin slew on the worst setup and hold paths | 70 ps |
| Cells in synth_stat.txt | 127 |
| Worst-margin pin slew | 590.2 ps |
| Placed Cells | 260 |
| Hold slack | 449.6 ps |
| PnR Total Power | 464.0 uW |
| Kind of cell adding the most delay to the critical path | buffers and inverters |
| Via density | 3.578 |
| Worst path cell trace | clkdlybuf4s50_1 |
| Crit. End Element | primary output |
| Worst setup margin | 3067 ps |
| Clock Sinks | 32 |
| # resized after CTS | 0 |
| Initial DRC Count | 11 |
| Slowest-stage cell, CP | clkdlybuf4s50_1 |
| DP HPWL | 2.263 mm |
| Chip height | 111 um |
| CTS tree | built |
| Number of buffers and inverters on the critical path | 1 |
| Worst R2R End | counter[30] |
| Avg Cell Area, Syn | 10.38 um^2 |
| Worst skew pair latency | 280 ps |
| Clock root buffer | clkbuf_8 |
| Routed wire length | 3.055 mm |
| Initial Util | 16.21% |
| Filler cell count | 874 |
| Stage-log warning count | 25 |
| Final hold violations | 0 |
| Slack of the worst reg-to-reg path | 3530 ps |
| Place WS | 3357 ps |
| Most instantiated logic cells after routing | dfxtp_1 (32), clkdlybuf4s50_1 (32), xor2_1 (20) |
| GRT overflow | 0 |
| Ys async rst share | 0% |
| # Max-Cap Violations | 0 |
| Final std cells w/o fill | 268 |
| Vias | 959 |
| DR WL/cell | 11.40 um |
| Worst R2R Path Depth | 5 |
| Drt first pass iters | 3 |
| Register area | 640.6 um^2 |
| Worst Hold Depth | 1 |
| RSZ-0062 raised after global routing | no |
| Area Overhead vs Synth | 40.80% |
| Vias in the first global route | 962 |
| IO buf count | 32 |
| Initial antenna violation count | 0 |
| Worst ir drop on vdd | 109.5 uV |
| Comb gate area | 634.4 um^2 |
| Cts-stage hold buffer count | 0 |
| Post-synth EDFFs | 0 |
| Pin count of the biggest net entering global routing | 12 |
| Max Buffers Root-to-Sink | 2 |
| TNS Setup | 0 ps |
| Register share after synthesis | 48.58% |
| Crit path kind | reg -> out |
| DRC viols | 0 |
| Area of the mapped netlist | 1319 um^2 |
| Total GRT Usage | 4.930% |
| Max Slew Vio Count | 0 |
| Largest Register | counter |
| Critical-path maximum fanout | 6 |
| Clock skew | 4.266 ps |
| Min-Delay Endpoint | counter[0] |
| Worst Hold Class | reg -> reg |
| Cts bufs inserted | 5 |
| Synthesized instance count | 127 |
| H-tree depth | 2 |
| Max FFs per register | 32 |
| Worst r2r src | counter[0] |
| Achievable Freq | 0.4286 GHz |
| Layout cell share with drive strength beyond 1 | 11.04% |
| Hold path start | counter[0] |
| Diodes inserted | 0 |
| CP peak stage delay | 530 ps |
| Post-CTS setup buffers | 0 |
| WP data arrival | 1250 ps |
| Most common reg cell | dfxtp_1 |
| Die Width | 111 um |
| Seq cells post-synth | 32 |
| Power density cells | 249.9 nW/um^2 |
| DIE AREA | 12320 um^2 |
| Ys Warns | 1 |
| Core Box Area | 8134 um^2 |
| I/O pin total | 33 |
| Worst slew margin | 60.54% |
| Tmin final | 2333 ps |
| Gpl congestion | 0.6914 |
| Largest regs | counter: 32 flops |
| Final Cycle Share | 43.20% |
| Status | completed |
==> how the worst max path moves through the flow <==
stage	to	slack, ps	startpoint	cells after the start
global route	counter[7]	3010	counter[7]	1
finish	counter[7]	3070	counter[7]	1
CTS	counter[7]	3040	counter[7]	1
==> per-stage QoR <==
| stage | utilization, % | instance area [um^2] |
|---|---|---|
| 2_1_floorplan | - | 1319 |
| 3_3_place_gp | 21.46 | 1745 |
| 3_5_place_dp | 21.46 | 1745 |
| 4_1_cts | 22.83 | 1857 |
| 5_1_grt | 22.83 | 1857 |
| 6_report | 22.83 | 1857 |
==> cell type report <==
type / instances / area share (%)
multi-input cells: 86 / 34.16
flip-flops and latches: 32 / 34.50
clock inverters: 3 / 2.291
clock buffers: 5 / 3.706
inverters: 5 / 1.011
repair buffers: 32 / 17.25
well taps: 105 / 7.075
==> per-layer routing <==
metal	vias up	share of wire [%]	track usage [%]
met5	-	0	0
met4	0	0.29	0.5208
met3	2	12	3.284
met2	26	40	6.918
met1	431	47	6.333
li1	500	-	-
==> cells in the mapped netlist (2+ instances only) <==
library cell | instances | area share [%]
and3_1 | 2 | 0.95
and4_1 | 4 | 2.7
buf_2 | 2 | 0.76
dfxtp_1 | 32 | 49
inv_1 | 5 | 1.4
nand2_1 | 9 | 2.6
nand3_1 | 10 | 3.8
nand3_2 | 2 | 1.5
nand4_1 | 3 | 1.4
nor2_1 | 6 | 1.7
nor3_1 | 4 | 1.5
nor4_1 | 4 | 1.9
nor4_2 | 5 | 4.7
xnor2_1 | 10 | 6.6
xor2_1 | 20 | 13
==> power breakdown <==
part | internal, mW | switching (mW)
Combinational | 0 | 0
Sequential | 0.236 | 0
Clock | 0.136 | 0.0917
==> cells by family (layout without fill, tap and decap cells) <==
family,after synthesis,in the layout,synth area share (%)
xor gates and xnor gates,30,30,19.92
adders and majority gates,1,1,0.9486
buffers and inverters,9,45,3.321
DFF,32,32,48.58
and+or+nand+nor,55,55,27.23
Power and IR drop assume default switching activity.
